==> /design/flow/design.v <==
module FSMD(
  input reg inizia, input reg[1:0] primo, input reg[1:0] secondo, input reg clk, 
  output reg[1:0] manche, output reg [1:0] partita);
  reg [2:0] state = 3'b000;
  reg [2:0] next_state = 3'b000;
  reg [2:0] startend = 3'b000;
  reg control;
  always @(posedge clk)
    begin: UPDATE
      state = next_state;
    end
    reg obblig;
    reg [1:0] mv1;
    reg [1:0] mv2;
    reg [2:0] numero_manche;
    reg [4:0] nnm;  
    reg [4:0] conPrimo;
	initial begin
      manche = 2'b00;
      partita = 2'b00;
    end
  always @(state, inizia, control, manche, obblig) begin : FSM
    case(state)
      3'b000:
        if(control) begin
      	  next_state = state;
        end else begin
          partita = 2'b00;
          next_state = 3'b001;  
        end
      3'b001:
        if(~inizia && control == 1'b0 && (manche == 2'b00 || manche == 2'b11)) begin
          partita = 2'b00;
          next_state = state;
        end else if(~inizia && control == 1'b0 && manche==2'b01) begin
          partita = 2'b00;
          next_state = 3'b010;
        end else if(~inizia && control == 1'b0 && manche==2'b10) begin
          partita = 2'b00;
          next_state = 3'b011;
        end else if(control == 1'b1 || inizia == 1'b1) begin
          partita = 2'b11; 
          next_state = startend;
      	end
      3'b010:
        if(~inizia && control == 1'b0 && (manche==2'b00 || manche == 2'b11)) begin
          partita = 2'b00;
          next_state = 3'b010;
        end else if(~inizia && control == 1'b0 && manche==2'b01 && obblig) begin
          partita = 2'b00;
          next_state = 3'b100;
        end else if(~inizia && control == 1'b0 && manche==2'b10) begin
          partita = 2'b00;
          next_state = 3'b001;
        end else if(~inizia && manche == 2'b01 && ~obblig) begin
          partita = 2'b01;
          next_state = startend;
        end else if(control == 1'b1 || inizia) begin
          partita = 2'b11;
          next_state = startend;
        end
       3'b011:
         if(~inizia && control == 1'b0 && (manche==2'b00 || manche == 2'b11)) begin
           partita = 2'b00;
           next_state = state;
         end else if (~inizia && control == 1'b0 && manche==2'b01) begin
           partita = 2'b00;
           next_state = 3'b001;
         end else if (~inizia && control == 1'b0 && manche==2'b10 && obblig) begin
           partita = 2'b00;
           next_state = 3'b101;
         end else if(~inizia && manche == 2'b10 && ~obblig) begin
          partita = 2'b10; 
           next_state = startend;  
         end else if(control == 1'b1 || inizia) begin
           partita = 2'b11;
          next_state = startend;
        end
        3'b100:
          if(~inizia && control == 1'b0 && (manche==2'b00 || manche == 2'b11)) begin
            partita = 2'b00;
            next_state = state;
          end else if (~inizia && control == 1'b0 && manche==2'b01) begin
            partita = 2'b00;
            next_state = 3'b110;
          end else if (~inizia && control == 1'b0 && manche==2'b10) begin
            partita = 2'b00;
            next_state = 3'b010;
          end else if(~inizia && manche == 2'b01 && ~obblig) begin
            partita = 2'b01;
            next_state = startend;
          end else if(control == 1'b1 || inizia) begin
            partita = 2'b01;
            next_state = startend;
          end
      3'b101:
        if(~inizia && control == 1'b0 && (manche==2'b00 || manche == 2'b11)) begin
             partita = 2'b00;
             next_state = state;
        end else if (~inizia && control == 1'b0 && manche==2'b01) begin
             partita = 2'b00;
             next_state = 3'b011;
        end else if (~inizia && control == 1'b0 && manche==2'b10) begin
             partita = 2'b00;
             next_state = 3'b111;
        end else if(~inizia && manche == 2'b10 && ~obblig) begin
            partita = 2'b10;
          next_state = startend;
        end else if(control == 1'b1 || inizia) begin
            partita = 2'b10;
            next_state = startend;
          end
        3'b110:
          if(~inizia && control == 1'b0 && manche==2'b00) begin
              partita = 2'b00;
              next_state = state;
          end else if ((control == 1'b0 && (manche==2'b10 || manche == 2'b11 || manche == 2'b01)) || control == 1'b1 || inizia) begin
              partita = 2'b01;
            next_state = startend;
            end
        3'b111:
          if(~inizia && control == 1'b0 && manche==2'b00) begin
              partita = 2'b00;
              next_state = startend;
          end else if ((control == 1'b0 && (manche==2'b10 || manche == 2'b11 || manche == 2'b01)) || control == 1'b1 || inizia) begin
              partita = 2'b10;
            	next_state = startend;
          end
    endcase
  end  
always @(posedge clk) begin: DATAPATH
    if(inizia) begin  
      manche = 2'b00;
      partita = 2'b00;
      mv1=2'b00;      mv2=2'b00;
      case(primo)
        2'b00:
          conPrimo = 5'b00000;
        2'b01:
          conPrimo = 5'b00001;
        2'b10:
          conPrimo = 5'b00010;
        2'b11:
          conPrimo = 5'b00011;
      endcase
      nnm = (conPrimo + secondo) + 5'b00100;
      numero_manche = (conPrimo + secondo) + 5'b00100;
    end else begin  
        if(mv1 == primo || mv2 == secondo) begin  
            manche = 2'b00;
        end else begin
          case({primo, secondo})
          4'b1111, 4'b0101, 4'b1010: begin
            manche = 2'b11;
            mv1 = 2'b00;
            mv2 = 2'b00;
          end
          4'b0111, 4'b1001, 4'b1110: begin
            manche=2'b01;
            mv1 = primo;
            mv2 = 2'b00;
          end
          4'b1101, 4'b0110, 4'b1011: begin
            manche=2'b10;
            mv2=secondo;
            mv1=2'b00;
          end
            default:
            manche=2'b00;
          endcase
        end
      if(manche != 2'b00) begin
        numero_manche = numero_manche - 5'b00001;
      end  
      if(numero_manche > (nnm - 5'b00100)) begin
        obblig = 1'b1;
      end else begin 
        obblig = 1'b0; 
      end
      if(numero_manche == 5'b00000) begin
        control = 1'b1;
      end else begin
        control = 1'b0;
      end
    end
end
endmodule
==> /design/flow/run.sh <==
#!/bin/bash
# OpenROAD 26Q1-2900-gdf79404cd8, Yosys 0.63+post, stock flow scripts
make -C /OpenROAD-flow-scripts/flow DESIGN_CONFIG=/design/flow/config.mk WORK_HOME=/design/flow/orfs finish
==> /design/flow/config.mk <==
export PLATFORM = sky130hd
export DESIGN_NAME = FSMD
export DESIGN_NICKNAME = FSMD
export VERILOG_FILES = /design/flow/design.v
export SDC_FILE = /design/flow/constraint.sdc
export NUM_CORES = 4
export LEC_CHECK = 1
export CORE_AREA = 10 10 70 70
export DIE_AREA = 0 0 80 80
==> /design/flow/constraint.sdc <==
current_design FSMD

set clk_period 2.9
set clk_io_pct 0.2

create_clock -name clk0 -period $clk_period [get_ports {clk}]

set non_clock_inputs [all_inputs -no_clocks]
set_input_delay [expr $clk_period * $clk_io_pct] -clock clk0 $non_clock_inputs
set_output_delay [expr $clk_period * $clk_io_pct] -clock clk0 [all_outputs]
==> impl_metrics.toml <==
# flow metrics
[status]
status = "finished clean"

[floorplan]
core_mm2 = 0.00342
rows = 21
die_width_um = 80
die_area_mm2 = 0.00640
initCoreUtil = 0.136
die_h_um = 80
ios = 10

[cts]
cts_buffers = 3
h-tree-depth = 1
post_cts_buffers = 0
cts.path.max_buffers = 2
root_buffer = "clkbuf_4"
cts.clk_slew.worst_paths_ns = 0.05
cts_tree = "done"
cts_resized = 0
cts.sinks = 6
cts_hold_buf = 0
clk_latency_ns = 0.24

[cells_and_area]
synthToLayoutAreaGrowth_pct = 21.1
fin_cells = 99
drive_above_1_share = 0.226

[route]
first_pass_iters = 2
n_antenna_cell = 0
drc_errors = 0
ant_nets = 0
drtIter0Drc = 4
routed_via_density = 3.45
routedWlPerCell_um = 9.16
vias = 342
wl_um = 907

[place]
dp_hpwl_um = 698
gp_congestion = 0.790
io_buffers = 7
place_inst = 96
post-place-ws_ns = 0.767

[sta]
hold_viol_final = 0
clock.fmax_ghz = 0.524
rsz0062_at_grt = "no"
finalSetupTns_ns = 0
fin_crit_ns = 1.91
finalCritPeriodShare = 0.658
worst_clock_skew_ns = 0.00908
setup_viol = 0
final.setup.worst_slack_ns = 0.991
slew_viol_final = 0
fin_hold_ws_ns = 0.506

[worst_setup_path]
r2r_slack_ns = 1.69
cp_num_buf_inv = 1
cp-end-kind = "register"
cp_cell_sequence = "clkdlybuf4s50_1 -> xor2_2 -> o22ai_2 -> o32a_1 -> nor2_1"
cp_max_fo = 10
worst_setup_path_start_kind = "primary input"
max_stage_delay_ns = 0.74
critPathRequiredTime_ns = 3.08
crit_type = "primary input to register"
slowest_stage = "clkdlybuf4s50_1"
cp.arrival_ns = 2.09
critical_path.top_delay_family = "buffers and inverters"

[pwr]
p_per_area_mw_per_mm2 = 398
peakVddDrop_uv = 57.1
p_total_mw = 0.223
leakagePower_nw = 0.184

[global_routing]
antenna_found_initial = 0
grt_pass1_wl_um = 1580
overflow = 0
grtUsageTotal = 0.0305
first_global_vias = 366
grt_max_degree = 11

[synthesis]
synth_seq_share = 0.259
ys_cells = 48
synth_cell_types = 25
synth-seq-cells = 6
syn_avg_cell_area_um2 = 9.64
yosys_area_um2 = 463
synth_warnings = 5
synthCells = 48
syn-cell-area_um2 = 463

[flow_run]
drv_cap = 0
warnings = 25

[hold_path]
hp-class = "register to register"
==> Yosys cell counts <==
cell / count / area [µm²]
xor2_2: 4 / 65.1
inv_1: 2 / 7.51
buf_6: 3 / 33.8
nor2_1: 1 / 3.75
o22ai_2: 1 / 12.5
dfxtp_1: 6 / 120
nor2b_1: 1 / 6.26
o32a_1: 1 / 10.0
o22ai_1: 1 / 6.26
o22a_2: 1 / 10.0
o221a_2: 1 / 11.3
xnor2_1: 2 / 17.5
a22oi_1: 2 / 15.0
a21oi_1: 2 / 10.0
nand2b_1: 4 / 25.0
nor3_1: 2 / 10.0
buf_4: 3 / 22.5
nand3_1: 2 / 10.0
nand3b_1: 1 / 7.51
conb_1: 1 / 3.75
o32ai_1: 1 / 8.76
o21ai_0: 2 / 10.0
nand2_1: 1 / 3.75
mux2_2: 2 / 22.5
mux2i_1: 1 / 10.0
==> worst register-to-register path, delay by kind of cell, from the launching register on <==
kind / cells / cell delay [ns]
AOI/OAI and AO/OA: 2 / 0.46
DFF: 1 / 0.33
xor gates and xnor gates: 1 / 0.19
and+or+nand+nor: 1 / 0.15
==> flip-flops by register name, summed over array words and instances (netlist names) <==
name    flops
manche      2
mv1         2
mv2         2
==> per-stage QoR <==
stage | area, µm² | utilization
2_1_floorplan | 467 | -
3_5_place_dp | 538 | 0.158
6_report | 561 | 0.164
5_1_grt | 561 | 0.164
4_1_cts | 561 | 0.164
3_3_place_gp | 538 | 0.158
==> cells in the final DEF (no fill, tap or decap) <==
cell type,n
clkdlybuf4s50_1,7
inv_1,2
a21oi_1,2
clkbuf_4,3
xnor2_1,2
mux2i_1,1
mux2_2,2
nor2_1,1
o221a_2,1
nor3_1,2
o32ai_1,1
o32a_1,1
nor2b_1,1
conb_1,2
o22ai_1,1
nand3b_1,1
dfxtp_1,6
nand2b_1,4
nand2_1,1
nand3_1,2
a22oi_1,2
xor2_2,4
o22a_2,1
o22ai_2,1
o21ai_0,2
==> per-layer routing <==
| metal | track usage | vias up | share of wire |
|---|---|---|---|
| li1 | - | 175 | - |
| met1 | 0.0310 | 158 | 0.38 |
| met2 | 0.0538 | 7 | 0.53 |
| met3 | 0.0125 | 2 | 0.051 |
| met4 | 0.0123 | 0 | 0.034 |
| met5 | 0 | - | 0 |
==> power by group <==
group	leakage, nW	switching [mW]	internal (mW)
Clock	0.0138	0.0286	0.0467
Sequential	0.0489	0.00337	0.0876
Combinational	0.121	0.0272	0.0299
Total	0.184	0.0592	0.164
==> kinds of logic after synthesis <==
family / synth area share
compound gates: 0.203
xor+xnor: 0.178
buf+inv: 0.138
flops: 0.259
mux: 0.0703
other cells: 0.00810
simple gates: 0.143
==> final timing paths <==
| kind | from | endpoint | cells after the start |
|---|---|---|---|
| min reg2reg | mv1[0] | mv1[0] | 2 |
| max | primo[0] | mv2[0] | 5 |
| max reg2reg | mv1[1] | mv1[1] | 4 |
| min | mv1[0] | mv1[0] | 2 |
==> layout make-up <==
class,count,area [µm²]
inverter,2,7.51
fill,394,2860
timing repair buffer,7,70.1
sequential,6,120
tap,46,57.6
clock buffer,3,22.5
multi-input combinational,35,283
Power is estimated from default activity; no workload was simulated.
